## design.v

```verilog
module PiscaLeds(
	input CLOCK_50,
	input[3:0] KEY,
	input [9:0]SW,
	output reg[7:0] LEDG,
	output reg[9:0] LEDR
);
reg[31:0] counter;
reg[3:0] soma = 1;
reg state;
reg state2;
wire r = state;
wire w = state2;
always @(posedge CLOCK_50)
begin
	if(counter <=(50000000 *2))
	begin
		counter <= counter + soma;
	end
	else
	begin
		counter <= 0;
		state <= ~state;
	end
		if(SW[0])
			begin
				 LEDR[0] = r;
				 soma = 100;
				 LEDR[1] = ~r;
				 soma = 100;
				 LEDR[2] = r;
				 soma = 100;
				 LEDR[3] = ~r;
				 soma = 100;
				 LEDR[4] = r;
				 soma = 100;
				 LEDR[5] = ~r;
				 soma = 100;
				 LEDR[6] = r;
				 soma = 100;
				 LEDR[7] = ~r;
				 soma = 100;
				 LEDR[8] = r;
				 soma = 100;
				 LEDR[9] = ~r;
				 soma = 100;
				 LEDG[0] = ~r;
				 soma = 100;
				 LEDG[1] = r;
				 soma = 100;
				 LEDG[2] = ~r;
				 soma = 100;
				 LEDG[3] = r;
				 soma = 100;
				 LEDG[4] = ~r;
				 soma = 100;
				 LEDG[5] = r; 
				 soma = 100;
				 LEDG[6] = ~r; 
				 soma = 100;
				 LEDG[7] = r ;
				 soma = 100;
		end
		else
			begin
				 LEDR[0] = r;
				 soma = 1;
				 LEDR[1] = ~r;
				 soma = 1;
				 LEDR[2] = r;
				 soma =  1;
				 LEDR[3] = ~r;
				 soma = 1;
				 LEDR[4] = r;
				 soma = 1;
				 LEDR[5] = ~r;
				 soma = 1;
				 LEDR[6] = r;
				 soma = 1;
				 LEDR[7] = w;
				 soma = 1;
				 LEDR[8] = r;
				 soma = 1;
				 LEDR[9] = w;
				 soma = 1;
				 LEDG[0] = ~r;
				 soma = 1;
				 LEDG[1] = r;
				 soma = 1;
				 LEDG[2] = ~r;
				 soma = 1;
				 LEDG[3] = r;
				 soma = 1;
				 LEDG[4] = ~r;
				 soma = 1;
				 LEDG[5] = r; 
				 soma = 1;
				 LEDG[6] = w; 
				 soma = 1;
				 LEDG[7] = r ;
				 soma = 1;
		end
		if(SW[2])
		begin
			LEDR[0] = r;
				 soma = 500000;
				 LEDR[1] = ~r;
				 soma = 500000;
				 LEDR[2] = r;
				 soma = 500000;
				 LEDR[3] = ~r;
				 soma = 1;
				 LEDR[4] = r;
				 soma = 1;
				 LEDR[5] = w;
				 soma = 1;
				 LEDR[6] = r;
				 soma = 1;
				 LEDR[7] = ~r;
				 soma = 1;
				 LEDR[8] = r;
				 soma = 1;
				 LEDR[9] = w;
				 soma = 1;
				 LEDG[0] = ~r;
				 soma = 1;
				 LEDG[1] = ~w;
				 soma = 1;
				 LEDG[2] = ~r;
				 soma = 1;
				 LEDG[3] = r;
				 soma = 1;
				 LEDG[4] = ~r;
				 soma = 15000;
				 LEDG[5] = r; 
				 soma = 1;
				 LEDG[6] = ~r; 
				 soma = 150000;
				 LEDG[7] = r ;
				 soma = 1;
		end
	if(counter == 25000000)
	begin 
		state2 <= ~state2;
	end
end
endmodule
```

## run.sh

```bash
#!/bin/bash
# OpenROAD 26Q1-2900-gdf79404cd8, Yosys 0.63+post, stock flow scripts
make -C /OpenROAD-flow-scripts/flow DESIGN_CONFIG=/design/flow/config.mk WORK_HOME=/design/flow/orfs finish
```

## config.mk

```make
export PLATFORM = sky130hd
export DESIGN_NAME = PiscaLeds
export DESIGN_NICKNAME = PiscaLeds
export VERILOG_FILES = /design/flow/design.v
export SDC_FILE = /design/flow/constraint.sdc
export NUM_CORES = 4
export LEC_CHECK = 1
export CORE_UTILIZATION = 30
```

## constraint.sdc

```tcl
current_design PiscaLeds

set clk_period 3.5
set clk_io_pct 0.2

create_clock -name clk0 -period $clk_period [get_ports {CLOCK_50}]

set non_clock_inputs [all_inputs -no_clocks]
set_input_delay [expr $clk_period * $clk_io_pct] -clock clk0 $non_clock_inputs
set_output_delay [expr $clk_period * $clk_io_pct] -clock clk0 [all_outputs]
```

==> out/qor.yml <==
antenna_cells: 0
wl_um: 3540
cts_root_buf: "clkbuf_8"
drt-initial-drc-count: 128
postSynthCellCount: 209
numPortBuffers: 20
cts_made_buffers: 5
dieArea_mm2: 0.00684
ys_top_cells_by_area: "dfxtp_1 41%, or4_1 5.8%, a22oi_1 4.6%"
postCtsSetupBuffers: 0
cp_max_fo: 13
setup_viol: 0
power.leakage_nw: 0.688
routabilityCongestion: 0.862
grt_pass1_vias: 1272
powerDensity_mw_per_mm2: 395
placedInstanceArea_mm2: 0.00215
regArea_um2: 861
status: "finished, final reports clean"
crit_start: "counter[0]$_SDFF_PN0_"
yosysTopAreaCell: "dfxtp_1"
grt_max_degree: 19
cts_tree: "built"
ys_warn_count: 1
via_count: 1537
worstMarginPinSlew_ns: 0.711
crit_path_top_delay_cell: "or4_1"
synth-edff-count: 2
final_area_mm2: 0.00223
endpoint: "counter[24]$_SDFF_PN0_"
mi_logic_area_um2: 936
die_h_um: 82.7
clock_skew_ns: 0.00720
reg2reg_depth: 6
yosysCellCount: 209
hold-path-cell-count: 0
fillers: 638
remaining_drc_errors: 0
dp_slack_ns: 1.08
boundaryPins: 33
syn-cell-area_mm2: 0.00195
crit_chain: "ha_1, ha_1, a21oi_1, or4_1, or4_1, a22oi_1"
postCtsHoldBufs: 0
grt_pass1_wl_um: 5970
cp.arrival_ns: 2.64
drive_gt1_share_pct: 6.31
via_per_inst: 5.14
grt_use_total_pct: 11.3
period_needed_ns: 2.43
crit_cells: 6
synth.ff_latch_count: 42
cpPeakStageDelay_ns: 0.78
cap_viol_max_count: 0
cp.buffers_inverters: 0
yosys_most_used_dff: "dfxtp_1"
endpoint_kind: "flop"
rsz0062_at_grt: "no"
cts_resized: 0
min_path_type: "reg2reg"
drt_first_pass_iters: 4
mostFrequentLayoutCells: "40 x dfxtp_1, 20 x clkdlybuf4s50_1, 15 x or4_1"
total_power_uw: 880
final_layout_top_logic_cell: "dfxtp_1"
critical_path_required_ns: 3.71
crit_family: "simple AND/OR/NAND/NOR gates"
hpwl_um: 2400
fp_util_pct: 30.9
ys_area_mm2: 0.00195
path_class: "reg2reg"
worstReg2RegEnd: "counter[24]$_SDFF_PN0_"
insertion_delay_ns: 0.29
drtAntennaViolNets: 0
fin_ws_ns: 1.07
path_clk_slew_ns: 0.08
async_flop_share_pct: 0
slew_headroom_pct: 52.6
worstReg2RegStart: "counter[0]$_SDFF_PN0_"
num_rows: 29
area_growth_pct: 14.0
rrSetupSlack_ns: 1.07
synth.distinct_cells: 43
drt-wirelength-per-cell_um: 11.8
utilization_pct: 35.3
overflow: 0
yosys.area.top_type_share_pct: 41.0
floorplan.die.width_um: 82.7
core_area_mm2: 0.00631
htreeDepth: 2
ir_drop_mv: 0.226
cts.sinks: 42
seq_area_frac_synth_pct: 44.1
period_used_pct: 69.4
finalMaxSlewViolations: 0
avgSynthCellArea_um2: 9.35
cp-start-kind: "flop"
antenna_found_initial: 0
timing.setup.tns_ns: 0
clock.fmax_ghz: 0.412
clk_path_buf_depth: 2
warning_count: 37
hold_viol: 0
## state kept, by name (all words and copies together), names as in the netlist
register / flops
state2: 1
LEDR: 5
soma: 2
LEDG: 1
state: 1
counter: 32
## routing by layer
metal	vias up	track usage [%]	wire (um)
li1	787	-	-
met5	-	0	0
met2	36	15.9	1490
met4	0	2.24	74
met3	8	2.45	166
met1	706	18.1	1800
## area by class of cell
type,instances,area share [%]
clock inverter,2,0.393
clock buffer,6,3.26
timing repair buffer,23,10.0
inverter,8,1.35
multi-input combinational,141,42.0
tap,77,4.33
sequential,42,38.7
## metrics by stage
step | hold WS, ns | std cells
6_report | 0.464 | 299
5_1_grt | 0.504 | 299
4_1_cts | 0.462 | 299
3_5_place_dp | 0.446 | 291
3_3_place_gp | 0.449 | 291
2_1_floorplan | 0.403 | 213
## cells in the mapped netlist (2+ instances only)
master and n:
a21boi_0 2, a21oi_1 14, a22oi_1 12, buf_2 5
buf_4 12, clkbuf_1 4, dfxtp_1 40, edfxtp_1 2
ha_1 3, inv_1 8, nand2_1 12, nand3_1 5
nand3_2 2, nand4_1 6, nor2_1 6, nor3_1 5
nor4_1 4, o21ai_0 6, o31ai_1 10, or3_1 5
or4_1 15, xnor2_1 10
## power breakdown
group	internal (mW)	switching, mW	leakage [nW]
Clock	0.137	0.155	0.0426
Sequential	0.500	0.0122	0.348
Combinational	0.0661	0.00986	0.298
Total	0.703	0.177	0.688
## logic make-up (layout without fill, tap and decap cells)
logic type	count (synthesis)	in the layout	share of synthesized area, %
flops	42	42	44.1
other cells	1	5	0.192
compound gates	49	49	16.7
buf+inv	30	39	8.78
simple gates	73	73	23.4
xor+xnor	11	11	4.93
fa+ha+maj	3	3	1.92
## worst min path at each step
stage,from,endpoint
finish,state$_DFFE_PN_,LEDR[8]$_DFF_P_
global route,state$_DFFE_PN_,LEDR[8]$_DFF_P_
CTS,state$_DFFE_PN_,LEDR[8]$_DFF_P_
Power figures rest on the tool's default switching activity, not on a simulated workload.
